### flow/design.v
`timescale 1ns / 1ps
module top(
  input clk,
  input clr,
  input start,
  input day,
  input Wait,
  input display_d,    
  input display_w,    
  output reg[3:0]an,
  output reg[6:0]seg7,  
  output reg over_3_day ,  
  output reg over_10_day,
  output reg over_10_night,
  output reg dp
    );
	reg clk_1hz; 
	reg [15:0]distance;  
	reg [15:0]fee;      
	reg [15:0]wait_time;
	reg [3:0]fee_z;     
   reg [31:0]count1;
   reg [31:0]count2;
   reg [3:0]Num;   
   reg clk_1khz;    
   reg [1:0]cnt;
	reg[3:0] m_one,m_ten,m_hun,m_tho;  
	reg[15:0]comb1;
	reg[3:0]comb1_a,comb1_b,comb1_c,comb1_d;
	reg[3:0] d_one,d_ten,d_hun,d_tho;   
	reg[15:0] comb2;
	reg[3:0]comb2_a,comb2_b,comb2_c,comb2_d;
   parameter S_price1=14,S_price2=17;
always@(posedge clk )
  begin
	if(count1=='d25000000) 
	  begin
	   clk_1hz=~clk_1hz;
	   count1<=0;
		end
	else count1<=count1+1;	
	end
always@(posedge clk_1hz or posedge clr)
  begin
   if(clr)
	 distance<=0;
	else if(!start)
	 distance<=0;
	else if(!Wait)
	   begin
		 if(distance[3:0]=='d9&&distance[7:4]=='d9&&distance[11:8]=='d9)
		  begin
		   distance[3:0]<=0;
			distance[7:4]<=0;
			distance[11:8]<=0;
			distance[15:12]<=distance[15:12]+1;
			end
		else if(distance[3:0]=='d9&&distance[7:4]=='d9)
        begin
         distance[3:0]<=0;
         distance[7:4]<=0;
         distance[11:8]<=distance[11:8]+1;
         end
		else if(distance[3:0]=='d9)
        begin
         distance[3:0]<=0;
         distance[7:4]<=distance[7:4]+1;
         end
		else distance[3:0]<=distance[3:0]+1;	
	end
  	 end
  always@(posedge clk_1hz or posedge clr)
    begin
	  if(clr)
	    wait_time<=0;
	  else if(!start)
       wait_time<=0;
     else if(Wait)
       wait_time<=wait_time+1;	
   end		 
	always@(posedge clk or posedge clr)
  begin
   if  (clr)
	  fee<=0;
	else if(!start) fee<=0;
	else  
	 begin
	  if(day)
	   begin
		 if((distance[3:0]+10*distance[7:4]+100*distance[11:8]+1000*distance[15:12])<=3)
		  begin
		  fee<=S_price1+wait_time[15:1];
		  over_3_day<=0;
		  over_10_day<=0;
		  over_10_night<=0;
		  end
		 else if((distance[3:0]+10*distance[7:4]+100*distance[11:8]+1000*distance[15:12])<=10) 
        begin
		  fee<=S_price1+3*((distance[3:0]+10*distance[7:4]+100*distance[11:8]+1000*distance[15:12])-3)+wait_time[15:1];
		  over_3_day<=1;
		  over_10_day<=0;
		  over_10_night<=0;
		  end
       else if((distance[3:0]+10*distance[7:4]+100*distance[11:8]+1000*distance[15:12])>10)
        begin
		  fee<=S_price1+4*((distance[3:0]+10*distance[7:4]+100*distance[11:8]+1000*distance[15:12])-10)+21+wait_time[15:1];		  over_10_day<=1;
		  over_3_day<=0;
		  over_10_night<=0;
		  end
       end
     if(!day)
      begin
       if((distance[3:0]+10*distance[7:4]+100*distance[11:8]+1000*distance[15:12])<=10)
        begin
		  fee<=S_price2+4*(distance[3:0]+10*distance[7:4]+100*distance[11:8]+1000*distance[15:12])+wait_time[15:1];
		  over_3_day<=0;
		  over_10_day<=0;
		  over_10_night<=0;
		  end
		else if((distance[3:0]+10*distance[7:4]+100*distance[11:8]+1000*distance[15:12])>10)
		  begin
        fee<=S_price2+5*((distance[3:0]+10*distance[7:4]+100*distance[11:8]+1000*distance[15:12])-10)+40+wait_time[15:1];
		  over_10_night<=1;
		  over_3_day<=0;
		  over_10_day<=0;
		  end
       end
      end
     end
  always@(posedge clk)
   begin
	 if(wait_time[0]==1)
	   fee_z<=4'b0101;
	 else fee_z<=4'b0000;	
   end
always@(posedge clk)
   begin 
	if(comb1<fee)
     begin
	 if (comb1_a=='d9&&comb1_b=='d9&&comb1_c=='d9)
		begin
	      comb1_a<='b0000;
	      comb1_b<='b0000;
          comb1_c<='b0000;
          comb1_d<=comb1_d+1;
          comb1<=comb1+1;
        end 
     else if(comb1_a=='d9&&comb1_b=='d9)
        begin
          comb1_a<='b0000;
          comb1_b<='b0000;
          comb1_c<=comb1_c+1;
          comb1<=comb1+1;
        end 
     else if(comb1_a=='d9) 
        begin
	      comb1_a<='b0000;
	      comb1_b<=comb1_b+1;
	      comb1<=comb1+1;
	    end 
	 else
	  begin
		comb1_a<=comb1_a+1;
		comb1<=comb1+1;
      end
	 end	
	else if (comb1==fee)
		begin
	      m_one<=comb1_a;
	      m_ten<=comb1_b;
	      m_hun<=comb1_c;
	      m_tho<=comb1_d;
	    end
	else if (comb1>fee)
	    begin
			comb1_a<='b0000;
			comb1_b<='b0000;
            comb1_c<='b0000;
            comb1_d<='b0000;
            comb1<='d0;
        end
 end
  always@(posedge clk)
   begin
	if(comb2<wait_time)
     begin
	  if (comb2_a=='d9&&comb2_b=='d9&&comb2_c=='d9)
		begin
	      comb2_a<='b0000;
	      comb2_b<='b0000;
          comb2_c<='b0000;
          comb2_d<=comb2_d+1;
          comb2<=comb2+1;
        end 
     else if(comb2_a=='d9&&comb2_b=='d9)
        begin
          comb2_a<='b0000;
          comb2_b<='b0000;
          comb2_c<=comb2_c+1;
          comb2<=comb2+1;
        end 
     else if(comb2_a=='d9) 
        begin
	      comb2_a<='b0000;
	      comb2_b<=comb2_b+1;
	      comb2<=comb2+1;
	    end 
	 else
	  begin
		comb2_a<=comb2_a+1;
		comb2<=comb2+1;
      end
	 end	
	else if (comb2==wait_time)
		begin
	      d_one<=comb2_a;
	      d_ten<=comb2_b;
	      d_hun<=comb2_c;
	      d_tho<=comb2_d;
	    end
	else if (comb2>wait_time)
	    begin
			comb2_a<='b0000;
			comb2_b<='b0000;
            comb2_c<='b0000;
            comb2_d<='b0000;
            comb2<='d0;
        end
 end
 always@(posedge clk)
    begin
		if(count2=='d25000)
			begin clk_1khz<=~clk_1khz;count2<='d0;end
		else
		 begin count2<=count2+1;end 
      end
always@(posedge clk_1khz)
   begin 
	 cnt=cnt+1;
	 end
always@(cnt)
 begin
  if(display_d==1&&display_w==0)
   begin
	case(cnt)
	 'b00:begin Num<=distance[3:0];dp<=1;an<='b1110;end
	 'b01:begin Num<=distance[7:4];dp<=1;an<='b1101;end
	 'b10:begin Num<=distance[11:8];dp<=1;an<='b1011;end
	 'b11:begin Num<=distance[15:12];dp<=1;an<='b0111;end
	 default:begin Num<=4'bx;dp<=1;an<=4'bx;end
    endcase
  end
 else if(display_d==0&&display_w==1)
   begin 
	case(cnt)
	 'b00:begin Num<=d_one;dp<=1;an<='b1110;end
	 'b01:begin Num<=d_ten;dp<=1;an<='b1101;end
	 'b10:begin Num<=d_hun;dp<=1;an<='b1011;end
	 'b11:begin Num<=d_tho;dp<=1;an<='b0111;end
	 default:begin Num<=4'bx;dp<=1;an<=4'bx;end
  endcase
  end
 else 
    begin
    case(cnt)
      'b00:begin Num<=fee_z;dp<=1;an<='b1110;end
	   'b01:begin Num<=m_one;dp<=0;an<='b1101;end
	   'b10:begin Num<=m_ten;dp<=1;an<='b1011;end
	   'b11:begin Num<=m_hun;dp<=1;an<='b0111;end
	 default:begin Num<=4'bx;dp<=1;an<=4'bx;end	 
    endcase
	 end
  end
always@(Num)
 begin
 case(Num)
 0:seg7=7'b0000001;
 1:seg7=7'b1001111;
 2:seg7=7'b0010010;
 3:seg7=7'b0000110;
 4:seg7=7'b1001100;
 5:seg7=7'b0100100;
 6:seg7=7'b0100000;
 7:seg7=7'b0001111;
 8:seg7=7'b0000000;
 9:seg7=7'b0000100;
 default:seg7=7'b1111111;
 endcase
 end
endmodule
### flow/constraint.sdc
current_design top

set clk_period 8.4
set clk_io_pct 0.2

create_clock -name clk0 -period $clk_period [get_ports {clk}]

set non_clock_inputs [all_inputs -no_clocks]
set_input_delay [expr $clk_period * $clk_io_pct] -clock clk0 $non_clock_inputs
set_output_delay [expr $clk_period * $clk_io_pct] -clock clk0 [all_outputs]
### flow/config.mk
export PLATFORM = sky130hd
export DESIGN_NAME = top
export DESIGN_NICKNAME = top
export VERILOG_FILES = /design/flow/design.v
export SDC_FILE = /design/flow/constraint.sdc
export NUM_CORES = 4
export LEC_CHECK = 1
export CORE_UTILIZATION = 30
### flow/run.sh
#!/bin/bash
# OpenROAD 26Q1-2900-gdf79404cd8, Yosys 0.63+post, stock flow scripts
make -C /OpenROAD-flow-scripts/flow DESIGN_CONFIG=/design/flow/config.mk WORK_HOME=/design/flow/orfs finish
==> notes.md <==
run results: status finished clean, Yosys Instances 1,845, Residual DRC 0, Die W 242 um, FFs w/ async S/R, synth 23.1%, register pins left without a clock 34, number of gates resized after CTS 0, synthesis-to-layout area growth 9.39%, VDD IR max 0.141 mV, Post-DP HPWL 29,500 um, vias 12,800, RSZ-0062 raised after global routing false, cycle use final 77.9%, Cells after Synth 1,845, Worst Hold Depth 1, CP max stage delay 540 ps, PD cells 110 nW/um2, clk_skew 11.7 ps, endpoint class of the critical path primary output, Finished Core Util 33.3%, initial DRC count 847, final setup vio count 0, clock slew at reported path FFs 60 ps, Late-Pin Clk Latency 430 ps, main flop type edfxtp_1, die height 242 um, Core Footprint 56,600 um2, RD Place Congestion 0.947, slew margin rel. 32.5%, All-Layer GR Usage 13.5%, final hold violation count 0, worst-margin pin slew 1000 ps, Final Max Tran Viols 0, CP max stage cell a21oi_1, Synth warnings 1, DRT antenna net count 0, max cap viols 0, R2R Setup Slk 4840 ps, # IOs 22, Setup CP Type primary input to primary output, worst-path fanout max 8, pre-CTS WS 1950 ps, Achievable Freq 153 MHz, DRT Pass-1 Iters 6, Worst Hold Class flop to flop, endpoints left unconstrained 39, Cell Type Count 83, Top cells excl fill/tap 246 x ha_1, 183 x inv_1, 180 x nor2_1, root buf cell clkbuf_16, initial core utilization 30.4%, H-tree Lvls 4, hold buffers post-CTS 0, first-pass GRT wire length 63,300 um, Startpoint Class primary input, Cell Area, Synth 17,200 um2, initial antenna violation count 0, Seq/Total Area, Yosys 31.0%, setup TNS 0 ps, Rows 87, largest net degree at the start of global routing 49, vias in the first global route 12,400, worst setup margin 1860 ps, worst flop-to-flop path startpoint comb1[1]$_SDFFCE_PP0P_, RR Endpoint comb1[6]$_SDFFCE_PP0P_, beginning of the worst hold path count2[31]$_SDFF_PN0_, n_diodes 0, CP Cell Sequence clkdlybuf4s50_1 > nor2b_1 > and3_1 > a31oi_1 > a21oi_1 > inv_1 > ha_1 > a21o_1 > a21oi_1 > clkdlybuf4s50_1, worst r2r path cells 14, fin crit period 6540 ps, CTS buffer count 17, Avg Synthesized Cell Area 9.33 um2, post-CTS setup buffer count 0, number of enable flip-flop cells 93, Hold Path Sink count2[31]$_SDFF_PN0_, tool warnings 56, FILL cells 5,640, Routed WL per cell 14.4 um, CTS max path bufs 2, required time at the worst-slack endpoint 6720 ps, GRT overflow 0, vias per cell 4.88, final wirelength 37,700 um, Pleak 0.00834 uW, chip area 58,400 um2, #FFs+latches synth 208, dominant logic cell type in the layout ha_1, Port Buf Inserts 21, CTS tree built, CP Data Arrival Time 4860 ps, YS chip area 17,200 um2, layout cells sized above 1 3.48%
## power by group
part           switching [uW]  internal, uW  total (uW)
logic                     151           121         272
clock network             326           441         767
registers                56.7           978        1040
## synthesized netlist by cell type, types with 4 or more instances
| master | n | area (um2) |
|---|---|---|
| or2_2 | 4 | 25.0 |
| nor3_1 | 57 | 285 |
| a222oi_1 | 10 | 100 |
| or3_1 | 18 | 113 |
| fa_1 | 47 | 941 |
| a211oi_1 | 10 | 75.1 |
| buf_1 | 4 | 15.0 |
| a21oi_1 | 85 | 425 |
| o21a_1 | 20 | 150 |
| buf_2 | 4 | 20.0 |
| a211o_1 | 11 | 96.3 |
| and4_1 | 8 | 70.1 |
| a21o_1 | 22 | 165 |
| o211ai_1 | 22 | 165 |
| dfrtp_1 | 48 | 1200 |
| nand3_1 | 78 | 390 |
| and3_1 | 30 | 188 |
| mux2_2 | 7 | 78.8 |
| and2_1 | 7 | 43.8 |
| nor4b_1 | 4 | 35.0 |
| o21ai_0 | 48 | 240 |
| dfxtp_1 | 67 | 1340 |
| nand4_1 | 19 | 119 |
| xor2_1 | 88 | 771 |
| nor4_1 | 15 | 93.8 |
| xnor2_1 | 127 | 1110 |
| ha_1 | 246 | 3080 |
| mux2i_1 | 8 | 80.1 |
| nor2b_1 | 24 | 150 |
| and4b_1 | 4 | 40.0 |
| inv_1 | 184 | 691 |
| edfxtp_1 | 93 | 2790 |
| nand2_1 | 115 | 432 |
| nand2b_1 | 15 | 93.8 |
| clkbuf_1 | 31 | 116 |
| nor2_1 | 180 | 676 |
| a31oi_1 | 12 | 75.1 |
| o21bai_1 | 4 | 30.0 |
## final cells by class
class                      count  area (um2)  area share, %
inverter                     186         698           3.71
clock inverter                 9        82.6          0.438
multi-input combinational   1409       11000           58.4
timing repair buffer          31         285           1.51
tap                          756         946           5.02
sequential                   208        5340           28.3
clock buffer                  23         489           2.60
## worst max-delay path by stage
stage              to  slack [ps]      start
CTS           seg7[1]        1950  display_w
global route  seg7[1]        1710  display_w
finish        seg7[1]        1860  display_w
## metal layers
metal | up-vias | GRT usage, % | wire (um)
met5 | - | 0 | 0
met4 | 0 | 2.42 | 743
met3 | 41 | 2.69 | 1690
met2 | 212 | 21.9 | 17600
met1 | 6068 | 19.4 | 17700
li1 | 6464 | - | -
## worst max-delay path: cells and delay by family
kind | cells | cell delay (ps)
fa+ha+maj | 1 | 240
simple gates | 2 | 740
compound gates | 4 | 970
buf+inv | 3 | 1210
## state kept, by name, summed over array words and instances (netlist names), 16 cells and up
name / count
count1: 32
fee: 16
wait_time: 16
comb1: 16
count2: 32
distance: 16
comb2: 16
## cells by family (layout without fill, tap and decap cells)
kind of cell               after synthesis  after routing  share of synthesized area (%)
AOI/OAI and AO/OA                      290            290                           11.4
xor gates and xnor gates               219            219                           11.4
and+or+nand+nor                        591            591                           16.7
DFF                                    208            208                           31.0
adders and majority gates              293            293                           23.3
muxes                                   16             16                           1.05
buffers and inverters                  228            249                           5.13
## per-stage QoR
step                      hold slack, ps  instance area, um2  instances  power, uW
after CTS                            467               18800       2622       2100
final                                468               18800       2622       2070
after floorplan                      432               17200       1845       1240
after global placement               447               18300       2590       1310
after detailed placement             453               18300       2590       1320
after global routing                 497               18800       2622       2170
Power and IR drop assume default switching activity.
